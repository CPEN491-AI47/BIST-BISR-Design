==> /design/flow/design.v <==
module pe_stw
#(
    parameter WORD_SIZE = 16
)(
    clk,
    rst,
    fsm_op2_select_in,   
    fsm_out_select_in,   
    stat_bit_in,   
        fault_inject,
        STW_test_load_en,
        STW_mult_op1,
        STW_mult_op2,
        STW_add_op,
        STW_expected,
        STW_start,
        STW_complete,
        STW_result_out,
    left_in,
    top_in, 
    right_out,
    bottom_out
);
    input clk;
    input rst;
    input fsm_op2_select_in;
    input fsm_out_select_in;
    input stat_bit_in;
        input [1:0] fault_inject;
        input [WORD_SIZE-1:0] STW_mult_op1;
        input [WORD_SIZE-1:0] STW_mult_op2;
        input [WORD_SIZE-1:0] STW_add_op;
        input [WORD_SIZE-1:0] STW_expected;
        input STW_test_load_en;
        input STW_start;
        output STW_complete;
        output STW_result_out;
    input [WORD_SIZE - 1: 0] left_in;
    input [WORD_SIZE - 1: 0] top_in;
    output [WORD_SIZE - 1: 0] right_out;
    output [WORD_SIZE - 1: 0] bottom_out;   
    wire [WORD_SIZE - 1: 0] bottom_out_mac;    
    wire [WORD_SIZE - 1: 0] right_out_mac;
    assign bottom_out = !STW_result_out ? top_in : bottom_out_mac;    
    assign right_out = !STW_result_out ? left_in : right_out_mac;
    traditional_mac_stw mac_stw(
        .clk(clk),
        .rst(rst),
        .fsm_op2_select_in(fsm_op2_select_in),
        .fsm_out_select_in(fsm_out_select_in),
        .stat_bit_in(stat_bit_in),
            .fault_inject(fault_inject),
            .STW_test_load_en(STW_test_load_en),
            .STW_mult_op1(STW_mult_op1),
            .STW_mult_op2(STW_mult_op2),
            .STW_add_op(STW_add_op),
            .STW_expected(STW_expected),
            .STW_start(STW_start),
            .STW_complete(STW_complete),
            .STW_result_out(STW_result_out),
        .left_in(left_in),
        .top_in(top_in),
        .right_out(right_out_mac),
        .bottom_out(bottom_out_mac)
    );
endmodule
module traditional_mac_stw
#(
    parameter WORD_SIZE = 16
)(
    clk,
    rst,
    fsm_op2_select_in,   
    fsm_out_select_in,   
    stat_bit_in,   
        fault_inject,
        STW_test_load_en,
        STW_mult_op1,
        STW_mult_op2,
        STW_add_op,
        STW_expected,
        STW_start,
        STW_complete,
        STW_result_out,
    left_in,
    top_in, 
    right_out,
    bottom_out
);
input clk;
input rst;
input fsm_op2_select_in;
input fsm_out_select_in;
input stat_bit_in;
    input [1:0] fault_inject;
    wire [WORD_SIZE-1:0] stuck_at = (fault_inject[1]) ? {WORD_SIZE{1'b1}} : {WORD_SIZE{1'b0}};
input [WORD_SIZE - 1: 0] left_in;
input [WORD_SIZE - 1: 0] top_in;
output [WORD_SIZE - 1: 0] right_out;
output [WORD_SIZE - 1: 0] bottom_out;
wire [255:0] tie_low;
assign tie_low = {WORD_SIZE{1'b0}};
reg [WORD_SIZE - 1: 0] stationary_operand_reg;
reg [WORD_SIZE - 1: 0] top_in_reg;
reg [WORD_SIZE - 1: 0] left_in_reg;
reg [WORD_SIZE - 1: 0] accumulator_reg;
wire [WORD_SIZE - 1: 0] adder_out; 
wire [WORD_SIZE - 1: 0] mult_op2_mux_out;
wire [WORD_SIZE - 1: 0] add_op2_mux_out;
assign right_out = left_in_reg;
assign bottom_out = (fsm_out_select_in == 1'b0) ? {tie_low[WORD_SIZE - 1: 0] | top_in_reg} : accumulator_reg;
    input [WORD_SIZE-1:0] STW_mult_op1;
    input [WORD_SIZE-1:0] STW_mult_op2;
    input [WORD_SIZE-1:0] STW_add_op;
    input [WORD_SIZE-1:0] STW_expected;
    input STW_test_load_en;
    input STW_start;
    output reg STW_complete;
    output reg STW_result_out = 1'b1;
    reg [WORD_SIZE-1:0] STW_mult_op1_reg;
    reg [WORD_SIZE-1:0] STW_mult_op2_reg;
    reg [WORD_SIZE-1:0] STW_add_op_reg;
    reg [WORD_SIZE-1:0] STW_expected_reg;
    parameter STW_IDLE = 'h0;
    parameter STW_RUNNING ='h1;
    reg stw_en;
    reg state;
    always @(posedge clk, posedge rst) begin
        if (rst) begin
            STW_complete <= 'b1;
            stw_en <= 'b0;
            STW_result_out <= 1'b1;
            state <= STW_IDLE;
        end else begin
            case (state)
                STW_IDLE: begin
                    if (STW_start) begin
                        STW_complete <= 'b0;
                        stw_en <= 'b1;
                        state <= STW_RUNNING;
                    end
                end
                STW_RUNNING: begin
                    STW_complete <= 1'b1;
                    stw_en <= 'b0;
                    STW_result_out <= (STW_expected_reg == adder_out);
                    state <= STW_IDLE;
                end
                default: begin
                    stw_en <= 'b0;
                    state <= STW_IDLE;
                end
            endcase
        end
    end
    always @(posedge clk, posedge rst) begin
        if (rst) begin
            STW_expected_reg <= 'd0;
            STW_mult_op1_reg <= 'd0;
            STW_mult_op2_reg <= 'd0;
            STW_add_op_reg <= 'd0;
        end
        else if (STW_test_load_en) begin
            STW_expected_reg <= STW_expected;
            STW_mult_op1_reg <= STW_mult_op1;
            STW_mult_op2_reg <= STW_mult_op2;
            STW_add_op_reg <= STW_add_op;
        end
    end
wire [WORD_SIZE - 1: 0] multiplier_out;
    reg [WORD_SIZE - 1: 0] stw_multiplier_reg;
    always @(negedge clk) begin
        if (stw_en) begin
            stw_multiplier_reg <= STW_mult_op1_reg * STW_mult_op2_reg;
        end
    end
        assign multiplier_out = (fault_inject[0]) ? stuck_at : (stw_en ? stw_multiplier_reg : left_in_reg * mult_op2_mux_out);
    assign adder_out = multiplier_out + (stw_en ? STW_add_op_reg : add_op2_mux_out);
assign mult_op2_mux_out = (stat_bit_in == 1'b1) ? stationary_operand_reg : top_in_reg;
assign add_op2_mux_out = (stat_bit_in == 1'b1) ? top_in_reg : accumulator_reg;
always @(posedge clk, posedge rst)
begin
     if(rst == 1'b1)
     begin
        top_in_reg <= tie_low[WORD_SIZE - 1: 0]; 
        left_in_reg <= tie_low[WORD_SIZE - 1: 0]; 
     end
     else
     begin 
    if (!stw_en) begin
        left_in_reg <= left_in;
        top_in_reg <= top_in;
    end
     end
end
always @(posedge clk, posedge rst)
begin
    if(rst == 1'b1)
    begin
        accumulator_reg <= tie_low [WORD_SIZE - 1: 0]; 
        stationary_operand_reg <= tie_low [WORD_SIZE - 1: 0]; 
    end
    else
    begin
        if (fsm_op2_select_in == 1'b1)
        begin
            stationary_operand_reg <= top_in;
        end
        if (!stw_en) begin
            accumulator_reg <= adder_out;
        end
    end
end
endmodule
module traditional_systolic_stw
#(
    parameter ROWS = 4,
    parameter COLS = 4,
    parameter WORD_SIZE = 16
) (
    clk,
    rst,
    ctl_stat_bit_in, 
    ctl_dummy_fsm_op2_select_in,
    ctl_dummy_fsm_out_select_in,
        fault_inject_bus,
        STW_mult_op1,
        STW_mult_op2,
        STW_add_op,
        STW_expected,
        STW_test_load_en,
        STW_start,
        STW_complete_out,
        STW_result_mat,
    left_in_bus,
    top_in_bus,
    bottom_out_bus,
    right_out_bus
);
input clk;
input rst;
input [ROWS * WORD_SIZE - 1: 0] left_in_bus;
input [COLS * WORD_SIZE - 1: 0] top_in_bus;
output [COLS * WORD_SIZE - 1: 0] bottom_out_bus;
output [ROWS * WORD_SIZE - 1: 0] right_out_bus;
input ctl_stat_bit_in; 
input ctl_dummy_fsm_op2_select_in;
input ctl_dummy_fsm_out_select_in;
    input [(ROWS * COLS * 2) - 1:0] fault_inject_bus;  
    input [WORD_SIZE-1:0] STW_mult_op1;
    input [WORD_SIZE-1:0] STW_mult_op2;
    input [WORD_SIZE-1:0] STW_add_op;
    input [WORD_SIZE-1:0] STW_expected;
    input STW_test_load_en;
    input STW_start;
    output STW_complete_out;
    output [(ROWS*COLS)-1:0] STW_result_mat;  
wire [ROWS * COLS * WORD_SIZE - 1: 0] hor_interconnect;
wire [COLS * ROWS * WORD_SIZE - 1: 0] ver_interconnect;
wire [(ROWS*COLS)-1:0] STW_complete;
assign STW_complete_out = &STW_complete;
genvar r, c;
generate
for (r = 0; r < ROWS; r = r + 1) begin : right_out_genblk
    assign right_out_bus[(r+1) * WORD_SIZE - 1 -: WORD_SIZE] = hor_interconnect[r * COLS * WORD_SIZE + COLS * WORD_SIZE - 1 -: WORD_SIZE];
end 
for (c  = 0; c < COLS; c = c + 1) begin : bottom_out_genblk
    assign bottom_out_bus[(c+1) * WORD_SIZE - 1 -: WORD_SIZE] = ver_interconnect[(ROWS * c + ROWS) * WORD_SIZE - 1 -: WORD_SIZE];
end
for(r = 0; r < ROWS; r = r+1) begin : mac_row_genblk
    for(c = 0; c < COLS; c = c+1) begin : mac_col_genblk
        localparam VERTICAL_SIGNAL_OFFSET = (c * ROWS + (r+1)) * WORD_SIZE;
        localparam HORIZONTAL_SIGNAL_OFFSET = (r * COLS + (c+1)) * WORD_SIZE;
        if ((r == 0) && (c==0))
        begin : rc
            traditional_mac_stw #(
                .WORD_SIZE(WORD_SIZE)
            ) u_mac(
                .clk(clk),
                .rst(rst),
                .fsm_op2_select_in(ctl_dummy_fsm_op2_select_in),
                .fsm_out_select_in(ctl_dummy_fsm_out_select_in),
                .stat_bit_in(ctl_stat_bit_in),
                    .fault_inject(fault_inject_bus[(c*ROWS+r)*2 +: 2]),
                    .STW_test_load_en(STW_test_load_en),
                    .STW_mult_op1(STW_mult_op1),
                    .STW_mult_op2(STW_mult_op2),
                    .STW_add_op(STW_add_op),
                    .STW_expected(STW_expected),
                    .STW_start(STW_start),
                    .STW_complete(STW_complete[(r*COLS)+c]),
                    .STW_result_out(STW_result_mat[(r*COLS)+c]),
                .left_in(left_in_bus[(r+1) * WORD_SIZE -1 -: WORD_SIZE]),
                .top_in(top_in_bus[(c+1) * WORD_SIZE - 1 -: WORD_SIZE]),
                .right_out(hor_interconnect[HORIZONTAL_SIGNAL_OFFSET - 1 -: WORD_SIZE]),
                .bottom_out(ver_interconnect[VERTICAL_SIGNAL_OFFSET -1 -: WORD_SIZE])
            );
        end
        else if (c==0)
        begin : rc
            localparam TOP_PEER_OFFSET = (c * ROWS + r) * WORD_SIZE;
            traditional_mac_stw #(
                .WORD_SIZE(WORD_SIZE)
            ) u_mac(
                .clk(clk),
                .rst(rst),
                .fsm_op2_select_in(ctl_dummy_fsm_op2_select_in),
                .fsm_out_select_in(ctl_dummy_fsm_out_select_in),
                .stat_bit_in(ctl_stat_bit_in),
                    .fault_inject(fault_inject_bus[(c*ROWS+r)*2 +: 2]),
                    .STW_test_load_en(STW_test_load_en),
                    .STW_mult_op1(STW_mult_op1),
                    .STW_mult_op2(STW_mult_op2),
                    .STW_add_op(STW_add_op),
                    .STW_expected(STW_expected),
                    .STW_start(STW_start),
                    .STW_complete(STW_complete[(r*COLS)+c]),
                    .STW_result_out(STW_result_mat[(r*COLS)+c]),
                .left_in(left_in_bus[(r+1) * WORD_SIZE -1 -: WORD_SIZE]),
                .top_in(ver_interconnect[TOP_PEER_OFFSET -1 -: WORD_SIZE]),
                .right_out(hor_interconnect[HORIZONTAL_SIGNAL_OFFSET -1 -: WORD_SIZE]),
                .bottom_out(ver_interconnect[VERTICAL_SIGNAL_OFFSET -1 -: WORD_SIZE])
            );
        end
        else if (r==0)
        begin : rc
            localparam LEFT_PEER_OFFSET = (r * COLS + c) * WORD_SIZE;
            traditional_mac_stw #(
                .WORD_SIZE(WORD_SIZE)
            ) u_mac(
                .clk(clk),
                .rst(rst),
                .fsm_op2_select_in(ctl_dummy_fsm_op2_select_in),
                .fsm_out_select_in(ctl_dummy_fsm_out_select_in),
                .stat_bit_in(ctl_stat_bit_in),
                    .fault_inject(fault_inject_bus[(c*ROWS+r)*2 +: 2]),
                    .STW_test_load_en(STW_test_load_en),
                    .STW_mult_op1(STW_mult_op1),
                    .STW_mult_op2(STW_mult_op2),
                    .STW_add_op(STW_add_op),
                    .STW_expected(STW_expected),
                    .STW_start(STW_start),
                    .STW_complete(STW_complete[(r*COLS)+c]),
                    .STW_result_out(STW_result_mat[(r*COLS)+c]),
                .left_in(hor_interconnect[LEFT_PEER_OFFSET - 1 -: WORD_SIZE]),
                .top_in(top_in_bus[(c+1) * WORD_SIZE - 1 -: WORD_SIZE]),
                .right_out(hor_interconnect[HORIZONTAL_SIGNAL_OFFSET -1 -: WORD_SIZE]),
                .bottom_out(ver_interconnect[VERTICAL_SIGNAL_OFFSET -1 -: WORD_SIZE])
            );
        end
        else
        begin : rc
            localparam TOP_PEER_OFFSET =  (c * ROWS + r)  * WORD_SIZE;
            localparam LEFT_PEER_OFFSET = (r * COLS + c) * WORD_SIZE;
            traditional_mac_stw #(
                .WORD_SIZE(WORD_SIZE)
            ) u_mac(
                .clk(clk),
                .rst(rst),
                .fsm_op2_select_in(ctl_dummy_fsm_op2_select_in),
                .fsm_out_select_in(ctl_dummy_fsm_out_select_in),
                .stat_bit_in(ctl_stat_bit_in),
                    .fault_inject(fault_inject_bus[(c*ROWS+r)*2 +: 2]),
                    .STW_test_load_en(STW_test_load_en),
                    .STW_mult_op1(STW_mult_op1),
                    .STW_mult_op2(STW_mult_op2),
                    .STW_add_op(STW_add_op),
                    .STW_expected(STW_expected),
                    .STW_start(STW_start),
                    .STW_complete(STW_complete[(r*COLS)+c]),
                    .STW_result_out(STW_result_mat[(r*COLS)+c]),
                .left_in(hor_interconnect[LEFT_PEER_OFFSET - 1 -: WORD_SIZE]),
                .top_in(ver_interconnect[TOP_PEER_OFFSET -1 -: WORD_SIZE]),
                .right_out(hor_interconnect[HORIZONTAL_SIGNAL_OFFSET -1 -: WORD_SIZE]),
                .bottom_out(ver_interconnect[VERTICAL_SIGNAL_OFFSET -1 -: WORD_SIZE])
            );
        end
    end
end
endgenerate
endmodule
==> /design/flow/run.sh <==
#!/bin/bash
# OpenROAD 26Q1-2900-gdf79404cd8, Yosys 0.63+post, stock flow scripts
make -C /OpenROAD-flow-scripts/flow DESIGN_CONFIG=/design/flow/config.mk WORK_HOME=/design/flow/orfs finish
==> /design/flow/config.mk <==
export PLATFORM = sky130hd
export DESIGN_NAME = pe_stw
export DESIGN_NICKNAME = pe_stw
export VERILOG_FILES = /design/flow/design.v
export SDC_FILE = /design/flow/constraint.sdc
export NUM_CORES = 4
export LEC_CHECK = 1
export CORE_UTILIZATION = 50
==> /design/flow/constraint.sdc <==
current_design pe_stw

set clk_period 18.5
set clk_io_pct 0.2

create_clock -name clk0 -period $clk_period [get_ports {clk}]

set non_clock_inputs [all_inputs -no_clocks]
set_input_delay [expr $clk_period * $clk_io_pct] -clock clk0 $non_clock_inputs
set_output_delay [expr $clk_period * $clk_io_pct] -clock clk0 [all_outputs]
==> impl_metrics.json <==
{
  "status": "finished, final reports clean",
  "ys_seq_share_pct": 24.6,
  "setup_slack_ns": 3.72,
  "critPathKind": "reg -> reg",
  "cts_buffers": 17,
  "logic_family": "adder cells",
  "post-cts-setup-buffers": 0,
  "ff_type": "dfrtp_1",
  "h-tree-depth": 4,
  "firstDrtPassIters": 5,
  "ys_cells": 1560,
  "ctsHoldBuffers": 0,
  "regToRegStartpoint": "mac_stw.STW_mult_op2_reg[1]",
  "top_area_share_pct": 21.2,
  "cts.repair.resized": 0,
  "dpl_worst_slack_ns": 3.68,
  "ios": 139,
  "synth_chip_area_mm2": 0.0154,
  "die-area_mm2": 0.0315,
  "drc": 0,
  "final_max_slew_viol_count": 0,
  "critPathArrivalTime_ns": 5.72,
  "compound_area_share_pct": 5.42,
  "utilization_pct": 59.1,
  "fin_cells": 2077,
  "rows": 63,
  "drive_above_1_share_pct": 11.8,
  "place_area_mm2": 0.0171,
  "r2r_slack_ns": 3.72,
  "viasPerCell": 5.17,
  "setup_violations": 0,
  "logic_area_mm2": 0.0104,
  "xor_share_pct": 6.27,
  "edf_count": 16,
  "synthCells": 1560,
  "cp_max_fo": 16,
  "clockRootBuffer": "clkbuf_16",
  "r2r_cells": 19,
  "synthAdderAreaFrac_pct": 30.2,
  "worst_hold_slack_ns": 0.505,
  "clkSinkCount": 148,
  "worstMarginPinSlew_ns": 0.802,
  "cpPeakStageDelay_ns": 0.54,
  "required_ns": 9.44,
  "finalSetupTns_ns": 0,
  "grt_start_max_net_pins": 75,
  "final.setup_skew_ns": 0.0369,
  "grt_usage_pct": 26.3,
  "initialDrtViolationCount": 562,
  "ys_sh_mux_pct": 13.4,
  "worstHoldPathCells": 1,
  "rsz0062_at_grt": "no",
  "ant_nets": 0,
  "grt_pass1_wl_um": 59600,
  "startpoint_type": "flip-flop",
  "design_area_mm2": 0.0177,
  "simple_gate_area_share_pct": 12.3,
  "path_clk_slew_ns": 0.07,
  "min_to": "mac_stw.stationary_operand_reg[5]",
  "reg2reg_to": "mac_stw.stw_multiplier_reg[15]",
  "area_delta_synth_final_pct": 15.1,
  "min_from": "mac_stw.stationary_operand_reg[5]",
  "top_area_cell": "dfrtp_1",
  "grt_pass1_vias": 11037,
  "post-dp-hpwl_um": 28800,
  "die_h_um": 177,
  "chipWidth_um": 177,
  "cts_tree": "built",
  "cp_slowest_cell": "dfrtp_1",
  "nFillCells": 2547,
  "slew_headroom_pct": 45.0,
  "top_cells_by_area": "dfrtp_1, fa_1, mux2_2",
  "finalHoldViolCount": 0,
  "dp_cells": 2030,
  "clk_latency_ns": 0.45,
  "place.port_buffers": 138,
  "maxCapViolCount": 0,
  "clk_path_buf_depth": 2,
  "vias": 10736,
  "diodes": 0,
  "syn_area_mm2": 0.0154,
  "register_area_mm2": 0.00379,
  "core_area_mm2": 0.0300,
  "grt_antenna_before_repair": 0,
  "wl_per_cell_um": 17.6,
  "crit_start": "mac_stw.STW_mult_op2_reg[1]",
  "grt-ovfl-total": 0,
  "crit_chain": "and2_1, fa_1, inv_1, fa_1, inv_1, ha_1, fa_1, inv_1, fa_1, inv_1, fa_1, ha_1, a21oi_1, o21bai_1, a21oi_1, nor2b_1, o21a_1, o41a_1, xnor2_1",
  "fp_util_pct": 51.3,
  "worstHoldPathType": "reg -> reg",
  "warning_count": 41,
  "wl_um": 36600,
  "syn_area_per_cell_um2": 9.86,
  "gp_congestion": 0.949,
  "end_kind": "flip-flop",
  "ys_ff": 148,
  "yosys.cell_types.count": 52,
  "yosys_warnings": 1,
  "crit_top_cell": "fa_1",
  "async_flop_share_pct": 89.2
}
-- worst max-delay path by stage --
stage	to	slack (ns)	cells past startpoint
final	mac_stw.stw_multiplier_reg[15]	3.72	19
after global routing	mac_stw.stw_multiplier_reg[15]	3.45	19
after CTS	mac_stw.stw_multiplier_reg[15]	3.69	19
-- cell type report --
class	count	share of cell area (%)
multi-input cells	1095	58.6
inverters	245	5.22
clock buffers	18	2.48
clock inverters	30	1.19
well taps	390	2.76
flip-flops and latches	148	21.4
repair buffers	151	8.30
-- cells in the final DEF, fill, tap and decap left out, types with 3 or more instances in the layout --
cell type / n
inv_1: 260
nand2_1: 166
fa_1: 161
mux2_2: 142
clkdlybuf4s50_1: 136
dfrtp_1: 129
ha_1: 113
and2_1: 105
xnor2_1: 77
a21oi_1: 57
nor2_1: 50
mux2i_1: 43
nor2b_1: 36
o21ai_0: 35
xor2_1: 26
clkbuf_16: 17
edfxtp_1: 16
buf_4: 13
nand2b_1: 12
o21bai_1: 10
o21a_1: 9
nor3_1: 8
a21o_1: 7
inv_6: 6
inv_8: 4
nand3_1: 3
a211oi_1: 3
nand4_1: 3
-- Yosys cell counts, types with 2 or more instances --
library cell / n
inv_1: 246
nand2_1: 166
fa_1: 161
mux2_2: 142
dfrtp_1: 130
ha_1: 113
and2_1: 105
xnor2_1: 77
clkbuf_1: 58
a21oi_1: 57
nor2_1: 50
mux2i_1: 43
nor2b_1: 36
o21ai_0: 35
xor2_1: 26
edfxtp_1: 16
nand2b_1: 12
buf_1: 10
o21bai_1: 10
o21a_1: 9
nor3_1: 8
a21o_1: 7
a211oi_1: 3
nand3_1: 3
nand4_1: 3
a311oi_1: 2
a31oi_1: 2
buf_6: 2
dfstp_2: 2
mux2_4: 2
o41a_1: 2
or3_1: 2
-- layer usage --
metal / up-vias / GRT usage (%) / wire length, µm
li1: 5163 / - / -
met1: 5278 / 42.0 / 16800
met2: 265 / 40.1 / 17000
met3: 30 / 4.69 / 1950
met4: 0 / 4.84 / 726
met5: - / 0 / 0
-- logic make-up (layout without fill, tap and decap cells) --
kind of cell	Yosys count	count (layout)
AND/OR/NAND/NOR	390	390
AND-OR/OR-AND	138	138
buffers and inverters	317	444
adder cells (fa/ha/maj)	274	274
multiplexers	187	187
flip-flops	148	148
XOR/XNOR	106	106
-- critical path, delay by kind of cell (launching register included) --
| family | cells | cell delay (ns) |
|---|---|---|
| compound gates | 5 | 1.06 |
| xor+xnor | 1 | 0.13 |
| fa+ha+maj | 7 | 3.03 |
| buf+inv | 4 | 0.20 |
| flops | 1 | 0.54 |
| simple gates | 2 | 0.34 |
