==> design.v <==
module systolic_matmul_fsm_OS
#(
    parameter WORD_SIZE = 16
)(
    input clk,
    input rst,  
    input logic [4 * 4 * 16 - 1 : 0] top_matrix,
    input logic [4 * 4 * 16 - 1 : 0] left_matrix,
    output logic set_stationary,
    output logic fsm_out_select_in,
    output logic stat_bit_in,
    output logic [4 * WORD_SIZE - 1: 0] curr_cycle_left_in,
    output logic [4 * WORD_SIZE - 1: 0] curr_cycle_top_in,
    input [4 * WORD_SIZE - 1: 0] bottom_out,
    output logic[4 * WORD_SIZE-1:0] matmul_output,
    output logic [4-1:0] output_col_valid    
);
    logic [$clog2(4):0] curr_output_cycle;  
    logic [$clog2(4):0] waitmul;  
    logic [4:0] n_cycle;  
    enum {INIT, WAIT_MUL, FEED_INPUT_BUSES, SET_OUTPUT_ENABLE, WAIT_PROPOGATE, OUTPUT, FINISH} state;
    always_ff @(posedge clk) begin
        if(rst) begin
            state <= INIT;
        end
    end
    assign matmul_output = bottom_out;    
    always_ff @(negedge clk) begin
        case(state)
            INIT: begin
                set_stationary <= 1'b0;
                stat_bit_in <= 1'b0;
                fsm_out_select_in <= 1'b0;
                n_cycle <= 1;
                curr_output_cycle <= 0;
                output_col_valid <= 0;
                waitmul <= 1;
                curr_cycle_top_in <= left_matrix[ 16 -1 -: 16];
                curr_cycle_left_in <= top_matrix[ 16 -1 -: 16];
                state <= FEED_INPUT_BUSES;
            end
            FEED_INPUT_BUSES: begin
                if(n_cycle < 4 * 2)begin 
                    n_cycle <= n_cycle + 1;
                    for(integer N_count = 0; N_count <4; N_count++)begin
                        if(n_cycle >= N_count && (n_cycle - N_count) < 4)begin
                            curr_cycle_top_in[(1+N_count) * 16 -1 -: 16] <= left_matrix[((n_cycle * 4 + 1 - N_count * (4 - 1)) * 16) -1 -: 16];
                            curr_cycle_left_in[(N_count+1) * 16 -1 -: 16] <= top_matrix[((n_cycle + 1 + (4 - 1) * N_count) * 16) -1 -: 16];
                        end
                        else begin
                            curr_cycle_top_in[(1+N_count) * 16 -1 -: 16] <= 16'd0; 
                            curr_cycle_left_in[(1+N_count) * 16 -1 -: 16] <= 16'd0; 
                        end 
                    end
                    state <= FEED_INPUT_BUSES;
                end 
                else begin
                    curr_cycle_left_in <= 0;
                    curr_cycle_top_in <= 0;
                    if(waitmul > 4)begin
                        state <= SET_OUTPUT_ENABLE;
                        fsm_out_select_in <= 1'b1;
                        output_col_valid <= {4{1'b0}};
                    end 
                    else 
                        waitmul <= waitmul + 1;
                end
            end 
            SET_OUTPUT_ENABLE:begin
                output_col_valid <= {4{1'b1}};
                state <= OUTPUT; 
            end
            OUTPUT: begin
                fsm_out_select_in <= 1'b0;
                if(curr_output_cycle < 4)begin
                    curr_output_cycle <= curr_output_cycle + 1;
                    output_col_valid <= {4{1'b1}};
                    state <= OUTPUT;
                end
                else begin
                    output_col_valid <= {4{1'b0}};
                    state <= FINISH;
                end 
            end
            FINISH: begin
                output_col_valid <= {4{1'b0}};
                curr_cycle_left_in <= 0;
                curr_cycle_top_in <= 0;
                set_stationary <= 1'b0;
                stat_bit_in <= 1'b0;
                fsm_out_select_in <= 1'b0;
                state <= FINISH;
            end
        endcase
    end 
endmodule
==> run.sh <==
#!/bin/bash
# OpenROAD 26Q1-2900-gdf79404cd8, Yosys 0.63+post, stock flow scripts
make -C /OpenROAD-flow-scripts/flow DESIGN_CONFIG=/design/flow/config.mk WORK_HOME=/design/flow/orfs finish
==> config.mk <==
export PLATFORM = sky130hd
export DESIGN_NAME = systolic_matmul_fsm_OS
export DESIGN_NICKNAME = systolic_matmul_fsm_OS
export VERILOG_FILES = /design/flow/design.v
export SDC_FILE = /design/flow/constraint.sdc
export NUM_CORES = 4
export LEC_CHECK = 1
export CORE_AREA = 10 10 302 302
export DIE_AREA = 0 0 312 312
==> constraint.sdc <==
current_design systolic_matmul_fsm_OS

set clk_period 1.0
set clk_io_pct 0.2

create_clock -name clk0 -period $clk_period [get_ports {clk}]

set non_clock_inputs [all_inputs -no_clocks]
set_input_delay [expr $clk_period * $clk_io_pct] -clock clk0 $non_clock_inputs
set_output_delay [expr $clk_period * $clk_io_pct] -clock clk0 [all_outputs]
==> results_slide.txt <==
Physical Implementation Snapshot

Critical path
  • Data required, critical path: ~800 ps
  • Crit path max-delay family: flip-flops
  • CP Buf/Inv Count: 1
  • CP Cell Sequence: buf_12
  • Max stage delay on crit path: 320 ps
  • Critical path arrival: 1320 ps
  • Stages on worst setup path: 1
  • Endpoint class of the critical path: output pin
  • Worst Setup Path Type: register to output pin
  • Worst Setup Start Kind: register
  • Crit-path slowest cell: dfxtp_2
  • CP Max Fanout: 1

Global routing
  • Number of global-route vias before repair: approximately 1200
  • First-pass GRT wire length: 11.07 mm
  • Overflow after GRT: 0
  • Initial antenna violation count: 7
  • Total Routing Usage GR: 1.801%
  • Largest net degree at the start of global routing: 12

CTS
  • CTS tree: built
  • Clock buffer count from CTS: 5
  • Cts hold-fix bufs: 0
  • CTS max path bufs: 2
  • Sink Count: 32
  • Root Driver: clkbuf_16
  • Clk pin slew, worst setup/hold paths: around 30 ps
  • H-tree level count: 2

Placed design
  • RD Place Congestion: 0.6289
  • Hpwl dp: 8.242 mm
  • PortBufs: 64
  • Placed Cells: 1344

Job
  • Max-cap violations: 0
  • Count of tool warnings: 540

Layout
  • Post-route non-filler standard cell count: roughly 1400
  • Area growth, synth to finish: 76.71%
  • Final Core Density: just under 4%
  • Share of layout cells above drive strength 1: 22.59%

Run status
  • Status: finished with violations
  • Failing checks: setup timing

Synth
  • # Cells Yosys: 201
  • Count of different cell masters after synthesis: 4
  • Synthesized area: 0.001902 mm^2
  • Warnings, synthesis: 65
  • Cell taking the most area after synthesis: buf_4
  • Dominant cell area share: 65.92%
  • Top cells by area: buf_4 66%, dfxtp_1 34%, conb_1 0.20%
  • Post-synth area from yosys stat: 0.001902 mm^2
  • Syn Inst Count: 201
  • #FFs+latches synth: 32
  • Avg Cell Area, Syn: 9.462 um^2
  • Synth Seq Share: 33.68%

Power
  • Maximum vdd drop: 0.0005002 V
  • Static Leak: 1.152 nW
  • Power Dens Cells: between 1000 and 1500 mW/mm^2

Final timing
  • Hold_ws: approximately 400 ps
  • RSZ-0062 raised after global routing: yes
  • Final Setup Violations: 32
  • Final tally of max-slew violations: 0
  • Final WS setup: -516.7 ps
  • Final hold violation count: 0

Routing
  • DRC: 0
  • Wirelength per Cell: 6.647 um
  • Vias: 1006
  • Drt first pass iters: 3
  • 1st-iter DRT viols: 11
  • Via density: approximately 0.73
  • ANT nets after route: 0
  • Post-Route WL: 9.199 mm

Die
  • I/O pin count: between 700 and 800
  • FP Rows: 107
  • Chip area: around 0.1 mm^2
  • Placeable core region: ~0.085 mm^2
  • Die height: 312 um
  • Starting density of the core: 2.241%
  • Width of the chip: 312 um

Hold path
  • Hold Crit Depth: 0
  • Worst hold path class: primary input to output pin
  • Hold Path Sink: matmul_output[19]
  • HP Start: bottom_out[19]
## state kept, by name, indices dropped and copies added (netlist names)
signal / flops
curr_cycle_left_in: 16
curr_cycle_top_in: 16
## through the flow
| stage | instance area, um^2 | worst slack, ps | power (mW) | setup TNS [ps] |
|---|---|---|---|---|
| after floorplan | 2285 | 38.49 | 2.008 | 0 |
| after global placement | 3115 | -455.5 | 1.942 | -18790 |
| after detailed placement | 3115 | -462.8 | 1.942 | -18940 |
| after CTS | 3357 | -557.2 | 4.656 | -16130 |
| after global routing | 3358 | -590.4 | 4.798 | -16780 |
| final | 3361 | -516.7 | 4.357 | -15080 |
## what timing repair did
action,in CTS,in global routing
gates resized,87,1
endpoints found under the setup margin,33,32
setup buffers,0,0
## Yosys cell counts
library cell and count:
buf_4 167, dfxtp_1 32, inv_1 1, conb_1 1
## metal layers
metal  global-route usage (%)  vias to the layer above  wire [um]
met5                        0                        -         75
met4                    2.023                       12       1062
met3                    2.912                      102       2953
met2                    1.710                      123       2763
met1                    1.254                      363       2344
li1                         -                      406          -
## layout make-up
cell class                      count  area (um^2)
Antenna cell                        1        2.502
Fill cell                       10142        81520
Multi-Input combinational cell    103        386.6
Timing Repair Buffer               64        568.0
Sequential cell                    32        658.1
Clock buffer                        5        125.1
Clock inverter                     35        188.9
Tap cell                         1144         1431
## where the power goes
part           internal [mW]  total, mW  switching (mW)  leakage, nW
clock                   1.61       2.69            1.08        0.265
combinational          0.184      0.280          0.0952        0.617
sequential              1.36       1.38          0.0208        0.270
total                   3.16       4.36            1.20         1.15
## layout by cell type, fill, tap and decap left out
cell type	synthesis	final
clkbuf_16	0	5
conb_1	1	103
bufinv_16	0	2
dfxtp_2	0	14
buf_6	0	7
inv_1	1	32
inv_6	0	1
diode_2	0	1
dfxtp_1	32	18
dlygate4sd2_1	0	1
buf_12	0	3
clkdlybuf4s50_1	0	31
buf_2	0	22
## how the worst max path moves through the flow
stage / startpoint / endpoint
after CTS: curr_cycle_top_in[1] / curr_cycle_top_in[1]
after global routing: curr_cycle_left_in[13] / curr_cycle_left_in[13]
final: curr_cycle_top_in[1] / curr_cycle_top_in[1]
## logic make-up (layout without fill, tap and decap cells)
| group | count (synthesis) | in the layout | share of synthesized area [%] |
|---|---|---|---|
| flops | 32 | 32 | 33.68 |
| other cells | 1 | 104 | 0.1972 |
| buf+inv | 168 | 104 | 66.12 |
Power figures rest on the tool's default switching activity, not on a simulated workload.
