[config.mk]
export PLATFORM = sky130hd
export DESIGN_NAME = pe_tmr
export DESIGN_NICKNAME = pe_tmr
export VERILOG_FILES = /design/flow/design.v
export SDC_FILE = /design/flow/constraint.sdc
export NUM_CORES = 4
export LEC_CHECK = 1
export CORE_UTILIZATION = 30
[constraint.sdc]
current_design pe_tmr

set clk_period 8.7
set clk_io_pct 0.2

create_clock -name clk0 -period $clk_period [get_ports {clk}]

set non_clock_inputs [all_inputs -no_clocks]
set_input_delay [expr $clk_period * $clk_io_pct] -clock clk0 $non_clock_inputs
set_output_delay [expr $clk_period * $clk_io_pct] -clock clk0 [all_outputs]
[design.v]
module pe_tmr
#(
    parameter WORD_SIZE = 16
)(
    clk,
    rst,
    fsm_op2_select_in,
    fsm_out_select_in,
    stat_bit_in,   
        fault_inject_bus,
    left_in,
    top_in, 
    right_out,
    bottom_out
);
    input clk;
    input rst;
    input fsm_op2_select_in;
    input fsm_out_select_in;
    input stat_bit_in;
        input [5:0] fault_inject_bus; 
    input [WORD_SIZE - 1: 0] left_in;
    input [WORD_SIZE - 1: 0] top_in;
    output [WORD_SIZE - 1: 0] right_out;
    output [WORD_SIZE - 1: 0] bottom_out;
    wire [(3 * WORD_SIZE) - 1: 0] right_out_bus;   
    wire [(3 * WORD_SIZE) - 1: 0] bottom_out_bus;   
    wire [WORD_SIZE - 1: 0] mac0_right;
    wire [WORD_SIZE - 1: 0] mac0_bottom;
    wire [WORD_SIZE - 1: 0] mac1_right;
    wire [WORD_SIZE - 1: 0] mac1_bottom;
    wire [WORD_SIZE - 1: 0] mac2_right;
    wire [WORD_SIZE - 1: 0] mac2_bottom;
    genvar x;
    generate
        for(x = 0; x < 3; x = x+1) begin : tmr_mac_genblk
            traditional_mac tmr_mac(
                clk,
                rst, 
                fsm_op2_select_in,
                fsm_out_select_in,
                stat_bit_in,
                    fault_inject_bus[x*2 +: 2],
                left_in,
                top_in, 
                right_out_bus[(x * WORD_SIZE) +: (WORD_SIZE)],
                bottom_out_bus[(x * WORD_SIZE) +: (WORD_SIZE)]
            );
        end
    endgenerate
    assign {mac2_right, mac1_right, mac0_right} = right_out_bus;
    assign {mac2_bottom, mac1_bottom, mac0_bottom} = bottom_out_bus;
    assign bottom_out = ((mac1_bottom == mac0_bottom) || (mac1_bottom == mac0_bottom)) ? mac0_bottom :
                        (((mac2_bottom == mac1_bottom) || (mac0_bottom == mac1_bottom)) ? mac1_bottom :
                        (((mac1_bottom == mac2_bottom) || (mac0_bottom == mac2_bottom)) ? mac2_bottom : {WORD_SIZE{1'b0}}));
    assign right_out = ((mac1_right == mac0_right) || (mac1_right == mac0_right)) ? mac0_right :
                        (((mac2_right == mac1_right) || (mac0_right == mac1_right)) ? mac1_right :
                        (((mac1_right == mac2_right) || (mac0_right == mac2_right)) ? mac2_right : {WORD_SIZE{1'b0}}));
endmodule
module traditional_mac 
#(
    parameter WORD_SIZE = 16
)(
    clk,
    rst,
    fsm_op2_select_in,   
    fsm_out_select_in,   
    stat_bit_in,   
        fault_inject,
    left_in,
    top_in, 
    right_out,
    bottom_out
);
input clk;
input rst;
input fsm_op2_select_in;
input fsm_out_select_in;
input stat_bit_in;
    input [1:0] fault_inject;
    wire [WORD_SIZE-1:0] stuck_at = (fault_inject[1]) ? {WORD_SIZE{1'b1}} : {WORD_SIZE{1'b0}};
input [WORD_SIZE - 1: 0] left_in;
input [WORD_SIZE - 1: 0] top_in;
output [WORD_SIZE - 1: 0] right_out;
output [WORD_SIZE - 1: 0] bottom_out;
wire [255:0] tie_low;
assign tie_low = {WORD_SIZE{1'b0}};
reg [WORD_SIZE - 1: 0] stationary_operand_reg;
reg [WORD_SIZE - 1: 0] top_in_reg;
reg [WORD_SIZE - 1: 0] left_in_reg;
reg [WORD_SIZE - 1: 0] accumulator_reg;
wire [WORD_SIZE - 1: 0] multiplier_out;
wire [WORD_SIZE - 1: 0] adder_out; 
wire [WORD_SIZE - 1: 0] mult_op2_mux_out;
wire [WORD_SIZE - 1: 0] add_op2_mux_out;
assign right_out = left_in_reg;
assign bottom_out = (fsm_out_select_in == 1'b0) ? {tie_low[WORD_SIZE - 1: 0] | top_in_reg} : accumulator_reg;
    assign multiplier_out = (fault_inject[0]) ? stuck_at : left_in_reg * mult_op2_mux_out;
assign adder_out = multiplier_out + add_op2_mux_out;
assign mult_op2_mux_out = (stat_bit_in == 1'b1) ? stationary_operand_reg : top_in_reg;
assign add_op2_mux_out = (stat_bit_in == 1'b1) ? top_in_reg : accumulator_reg;
always @(posedge clk, posedge rst)
begin
     if(rst == 1'b1)
     begin
        top_in_reg <= tie_low[WORD_SIZE - 1: 0]; 
        left_in_reg <= tie_low[WORD_SIZE - 1: 0]; 
     end
     else
     begin 
        left_in_reg <= left_in;
        top_in_reg <= top_in;
     end
end
always @(posedge clk, posedge rst)
begin
    if(rst == 1'b1)
    begin
        accumulator_reg <= tie_low [WORD_SIZE - 1: 0]; 
        stationary_operand_reg <= tie_low [WORD_SIZE - 1: 0]; 
    end
    else
    begin
        if (fsm_op2_select_in == 1'b1)
        begin
            stationary_operand_reg <= top_in;
        end
        accumulator_reg <= adder_out;
    end
end
endmodule
[run.sh]
#!/bin/bash
# OpenROAD 26Q1-2900-gdf79404cd8, Yosys 0.63+post, stock flow scripts
make -C /OpenROAD-flow-scripts/flow DESIGN_CONFIG=/design/flow/config.mk WORK_HOME=/design/flow/orfs finish
==> results.toml <==
# generated from flow reports
[yosys]
synthTopCellsByCount = "inv_1 (182), ha_1 (97), dfrtp_1 (96), nand2_1 (94), fa_1 (83)"
ys.flop_type = "dfrtp_1"
syn_area_um2 = 10400
postSynthAreaPerCell_um2 = 9.11
synth_top_area_share = 0.231
yosys_area_um2 = 10400
top_area_cell = "dfrtp_1"
ys_cells = 1141
synth_cells = 1141
async_reset_ff_frac = 1.00
synth_flop_count = 96
top_cell = "inv_1"
postSynthSeqShare = 0.231
synthTopCellsByArea = "dfrtp_1 (23%), fa_1 (16%), ha_1 (12%), inv_1 (6.6%), xnor2_1 (5.1%)"
synth-edff-count = 0
synth_cell_types = 49
ys_warn_count = 1

[drt]
insertedDiodeCount = 0
ant_nets = 0
wl_per_cell_um = 17.3
first_iter_violations = 456
vias = 8037
dr.pass1.iters = 5
drc_errors = 0
via_per_inst = 4.85
wirelength_um = 28700

[clock_network]
cts-htree-levels = 3
clk_pin_slew_ps = 70
clk_latency_ps = 360
cts.root.buffer_cell = "clkbuf_16"
cts.sinks = 96
cts_tree = "built"
cts_resized = 0
cts_buffers = 9
hold_buffers = 0
post_cts_buffers = 0
clock_path_buffers = 2

[place]
place_congestion = 0.937
placed_cell_area_um2 = 11700
place_inst = 1642
port_buffers = 74
dp_hpwl_um = 22700

[job]
max_cap_viol_count = 0
warnings = 28

[cells_and_area]
layout-drive-gt1-share = 0.0620
fill_cells = 3378
syn_to_final_growth_pct = 14.9
largest_reg_flops = 48
final_area_um2 = 11900
final_util = 0.354
layoutNonFillerInstCount = 1658

[floorplan]
die_w_um = 188
fp_util = 0.308
die_h_um = 188
pin_count = 75
core_area_um2 = 33800
die_area_um2 = 35400
std_cell_rows = 67

[grt]
grt_pass1_wl_um = 45600
grt_antenna_before_repair = 0
grtUsageTotal = 0.173
grt_overflow_total = 0
grt_start_max_net_pins = 64
first_global_vias = 8165

[final_timing]
hold_viol = 0
finalClockPeriodUsage = 0.929
finalSetupViolCount = 0
drv_slew = 0
fin_skew_ps = 9.66
rsz0062_at_grt = "no"
fmax_mhz = 124
tightest_slew_ps = 872
setup_tns_ps = 0
slew_headroom = 0.417
fin_crit_ps = 8080

[critical_path]
worstPathArrival_ps = 8310
cp.required_ps = 8930
worstSetupPathType = "in2reg"
r2r_cells = 21
crit_path_end_kind = "register"
startpoint_type = "primary input"
crit_fanout = 15

[outcome]
outcome = "finished clean"

[min_path]
min_delay_path_depth = 1
hold_class = "reg2reg"
==> logic make-up (layout without fill, tap and decap cells) <==
kind of cell	Yosys count	in the layout	share of synthesized area
AND-OR/OR-AND	233	233	0.140
XOR/XNOR	125	125	0.108
adder cells (fa/ha/maj)	180	180	0.277
buffers and inverters	222	291	0.0832
flip-flops	96	96	0.231
multiplexers	39	39	0.0441
AND/OR/NAND/NOR	246	246	0.117
==> stage by stage <==
step / hold slack [ps] / setup slack (ps)
2_1_floorplan: 475 / 668
3_3_place_gp: 484 / 365
3_5_place_dp: 493 / 295
4_1_cts: 512 / 667
5_1_grt: 533 / 251
6_report: 510 / 620
==> critical path, stage by stage <==
cell      delay (ps)
buf_2            260
mux2_2           510
and2_1           220
fa_1             500
fa_1             490
ha_1             210
fa_1             480
inv_1             60
fa_1             480
fa_1             490
inv_1             40
ha_1             320
nor2b_1          150
o21a_1           190
o31a_1           260
o41ai_1          330
xor2_1           320
o21ai_1          110
ha_1             440
mux2_2           350
a311oi_1         210
o311ai_1         130
==> cells in the final DEF, fill, tap and decap left out, types with 5 or more instances in the layout <==
master           instances
nor2b_1                 26
clkdlybuf4s50_1         73
inv_1                  181
mux2i_1                  8
nor4_1                  11
buf_4                   19
a21o_1                  24
and2_1                  56
nor3_1                   9
nor2_1                  30
o21a_1                  12
o21ai_0                 62
xnor2_1                 61
a221oi_1                16
xor2_1                  61
o21bai_1                10
a21oi_1                 28
ha_1                    97
a31oi_1                  5
clkbuf_16                9
mux2_2                  23
mux2_4                   7
o21ai_1                 43
fa_1                    83
dfrtp_1                 96
a211oi_1                18
nand3_1                  5
nand2_1                 94
nand2b_1                 6
==> layout make-up <==
| cell class | instances | area (um^2) | share of cell area |
|---|---|---|---|
| Clock buffer | 9 | 225 | 0.0189 |
| Clock inverter | 7 | 60.1 | 0.00503 |
| Inverter | 182 | 686 | 0.0574 |
| Multi-Input combinational cell | 823 | 7130 | 0.597 |
| Sequential cell | 96 | 2400 | 0.201 |
| Tap cell | 448 | 561 | 0.0469 |
| Timing Repair Buffer | 93 | 878 | 0.0735 |
==> final timing paths <==
| path | slack (ps) | end | start |
|---|---|---|---|
| max | 620 | tmr_mac_genblk[1].tmr_mac.accumulator_reg[14] | stat_bit_in |
| min | 510 | register | register |
| max reg2reg | 1910 | tmr_mac_genblk[1].tmr_mac.accumulator_reg[14] | tmr_mac_genblk[2].tmr_mac.top_in_reg[1] |
| min reg2reg | 510 | register | register |
| max in group asynchronous | 6160 | tmr_mac_genblk[2].tmr_mac.left_in_reg[10] | rst |
| min in group asynchronous | 1690 | asynchronous set/reset pin | rst |
==> layer usage <==
metal / vias up / routed length (um) / part of all wire / GRT usage
met2: 197 / 13300 / 0.47 / 0.267
li1: 3860 / - / - / -
met5: - / 0 / 0 / 0.00549
met4: 0 / 471 / 0.016 / 0.0263
met1: 3955 / 13100 / 0.46 / 0.254
met3: 25 / 1770 / 0.062 / 0.0420
