<file path="flow/config.mk">
export PLATFORM = sky130hd
export DESIGN_NAME = proxy_controller
export DESIGN_NICKNAME = proxy_controller
export VERILOG_FILES = /design/flow/design.v
export SDC_FILE = /design/flow/constraint.sdc
export NUM_CORES = 4
export LEC_CHECK = 1
export CORE_UTILIZATION = 50
</file>
<file path="flow/constraint.sdc">
current_design proxy_controller

set clk_period 2.6
set clk_io_pct 0.2

create_clock -name clk0 -period $clk_period [get_ports {clk}]

set non_clock_inputs [all_inputs -no_clocks]
set_input_delay [expr $clk_period * $clk_io_pct] -clock clk0 $non_clock_inputs
set_output_delay [expr $clk_period * $clk_io_pct] -clock clk0 [all_outputs]
</file>
<file path="flow/design.v">
module priority_encoder
#(
    parameter INPUT_WIDTH = 4,
    parameter ENCODED_VAL = 0    
) (
    rst,
    data_in,
    encoded_out
);
    localparam NUM_ENCODED_BITS = $clog2(INPUT_WIDTH);
    input rst;
    input [INPUT_WIDTH-1:0] data_in;
    output reg [NUM_ENCODED_BITS:0] encoded_out;   
    reg [NUM_ENCODED_BITS:0] i;
    always @(*) begin
        encoded_out = 'b0;
        for(i = 0; i < INPUT_WIDTH; i=i+1) begin
            if((data_in[i] == ENCODED_VAL)) begin    
                encoded_out[NUM_ENCODED_BITS] = 1'b1;
                encoded_out[NUM_ENCODED_BITS-1:0] = i;
            end
        end
   end
endmodule
module proxy_controller
#(
    parameter ROWS = 4,
    parameter COL_IDX = 0,    
    parameter WORD_SIZE = 16
) (
    clk,
    rst,
    stall,
    set_stationary_mode,
    matmul_mode,
    STW_complete,
    STW_result_mat,    
    fpe_idx_sel,    
    fpe_in_weight,    
    fpe_in_top,
    fpe_in_col_output,
    proxy_en,
    load_proxy,
    proxy_matmul,
    proxy_settings,
    rcm_left_in,
    fault_detected,
    proxy_left_in,
    fpe_output,
    fpe_weight,
    proxy_top_in,    
    proxy_orig_left_in,    
    proxy_stalled_top_in,
    proxy_stalled_right_out,
    proxy_out_valid,
    proxy_map_done
);
    localparam ROW_WIDTH = $clog2(ROWS);
    input clk, rst;
    input stall;
    input set_stationary_mode;
    input matmul_mode;
    input STW_complete;
    input [ROWS-1:0] STW_result_mat;
    input logic signed [WORD_SIZE-1:0] fpe_in_weight;
    input logic signed [WORD_SIZE-1:0] fpe_in_top;
    input logic signed [WORD_SIZE-1:0] fpe_in_col_output;
    input proxy_map_done;
    output [ROW_WIDTH-1:0] fpe_idx_sel;
    output [ROWS-1:0] proxy_en;
    output fault_detected;
    output logic signed [WORD_SIZE-1:0] proxy_left_in;
    output logic signed [WORD_SIZE-1:0] fpe_output;
    wire [ROW_WIDTH:0] priority_fault_idx;
    output logic signed [WORD_SIZE-1:0] fpe_weight;
    output reg [2:0] proxy_settings;    
    output reg proxy_out_valid;
    priority_encoder #(
        .INPUT_WIDTH(ROWS)
    ) fault_idx_encoder (
        .rst(rst),
        .data_in(STW_result_mat),
        .encoded_out(priority_fault_idx)
    );
    assign fault_detected = ~(&STW_result_mat);    
    assign proxy_en = (fault_detected && priority_fault_idx[ROW_WIDTH]) ? ('b1 << priority_fault_idx[ROW_WIDTH-1:0]) : 'b0;
    assign fpe_idx_sel = priority_fault_idx[ROW_WIDTH-1:0];
    reg [2:0] rcm_state;
    output reg load_proxy;
    output reg proxy_matmul;
    input logic signed [WORD_SIZE-1:0] rcm_left_in;
    always @(posedge clk) begin
        if(rst) begin
            proxy_left_in <= 'b0;
            proxy_out_valid <= 'b0;
        end
        else if(!stall) begin
            proxy_left_in <= (priority_fault_idx[ROW_WIDTH]) ? rcm_left_in : 'b0;
            proxy_out_valid <= ((proxy_left_in != 'b0) && proxy_map_done && priority_fault_idx[ROW_WIDTH]);
        end
    end
    always @(posedge clk) begin
        if(rst) begin
            proxy_settings <= 3'b0;
            load_proxy <= 1'b0;
            proxy_matmul <= 1'b0;
            fpe_weight <= 'b0;
            rcm_state <= 3'b0;
        end
        else begin
            case(rcm_state)
                3'b0: begin
                    if(proxy_map_done && fault_detected) begin
                        fpe_weight <= fpe_in_weight;
                        proxy_settings <= {3'b001};    
                        load_proxy <= 1'b1;
                        proxy_matmul <= 1'b0;
                        if(!stall)
                            rcm_state <= 3'b010;
                    end
                    else begin
                        load_proxy <= 1'b0;
                        fpe_weight <= 'b0;
                        proxy_matmul <= 1'b0;
                        proxy_settings <= 3'b0;
                    end
                end
                3'b010: begin
                    fpe_weight <= fpe_in_weight;
                    proxy_settings <= {3'b001};
                    rcm_state <= 3'b01;
                end
                3'b01: begin
                    fpe_weight <= 'b0;
                    proxy_matmul <= 1'b1;
                    proxy_settings <= {3'b110};    
                end
            endcase
        end
    end
    output logic signed [WORD_SIZE-1:0] proxy_stalled_top_in;
    input logic signed [WORD_SIZE-1:0] proxy_top_in;
    vDFF #(
        .WORD_SIZE(WORD_SIZE)
    ) proxy_bottom_out_ff (
        .clk(clk),
        .D(proxy_top_in),
        .Q(proxy_stalled_top_in),
        .shift_en(1'b1),
        .stall(stall)
    );
    output logic signed [WORD_SIZE-1:0] proxy_stalled_right_out;
    input logic signed [WORD_SIZE-1:0] proxy_orig_left_in;    
    vDFF #(
        .WORD_SIZE(WORD_SIZE)
    ) proxy_right_out_ff (
        .clk(clk),
        .D(proxy_orig_left_in),
        .Q(proxy_stalled_right_out),
        .shift_en(1'b0),
        .stall(stall)
    );
endmodule
module vDFF#(
    parameter WORD_SIZE = 16
) (clk,D,Q, shift_en, stall);
  input clk;
  input logic signed [WORD_SIZE-1:0] D;
  input shift_en;
  input stall;
  output logic signed [WORD_SIZE-1:0] Q;
  logic signed [WORD_SIZE-1:0] stalled_out;
  logic [3:0] shifter = 4'b0001;
  always @(posedge clk) begin
    if(shift_en && !stall) begin
        Q <= stalled_out;
      stalled_out <= D;
    end
    else if(!stall) begin
      Q <= D;
    end
  end
endmodule
</file>
<file path="flow/run.sh">
#!/bin/bash
# OpenROAD 26Q1-2900-gdf79404cd8, Yosys 0.63+post, stock flow scripts
make -C /OpenROAD-flow-scripts/flow DESIGN_CONFIG=/design/flow/config.mk WORK_HOME=/design/flow/orfs finish
</file>
==> flow_metrics.rpt <==
RUN METRICS
----------------------------------------------------
[Detailed routing]
  M1 wire length ........................ 2850 um
  Routed met3 length ........................ 757 um
  Count of TritonRoute iterations in the first routing pass ........................ 4
  Total Wirelength ........................ 7260 um
  Vias per Instance ........................ 5.20
  Number of antenna diodes ........................ 0
  Initial DRC count ........................ 60
  Top Metal Used ........................ met4
  DRC viols ........................ 0
  Routed wirelength normalized by instance count ........................ 16.2 um
  Antenna Violating Nets Remaining ........................ 0
  Vias ........................ 2336
  Routed wire length on met2 ........................ 3540 um

[Clocking]
  Clock sinks ........................ 88
  Worst skew pair latency ........................ 0.35 ns
  Number of CTS-inserted buffers ........................ 9
  Post-CTS setup repair buffer count ........................ 0
  Maximum buffer depth of the clock tree ........................ 2
  Clock tree from TritonCTS ........................ done
  Cts hold-fix bufs ........................ 0
  Post-cts gate resize count ........................ 0
  Buffer cell driving the clock tree root ........................ clkbuf_8
  CTS H-tree depth ........................ 3
  Clock slew seen by the registers of the worst setup and hold paths ........................ 0.08 ns

[Final layout]
  Most common cell after layout, fill and taps aside ........................ clkdlybuf4s50_1
  Fraction of final layout cells with drive strength greater than 1 ........................ 0.115
  Fillers ........................ 361
  Combinational cell area excluding buffers and inverters ........................ 764 um^2
  Reg area ........................ 0.00224 mm^2
  Commonest cells after routing, fill and taps aside ........................ clkdlybuf4s50_1, edfxtp_1, dfxtp_1
  Final core utilization ........................ 0.796
  Layout overhead on the synthesized area ........................ 50.8%

[Final timing]
  Maximum clock frequency ........................ 425 MHz
  Final worst-path cycle share ........................ 0.905
  Max-slew headroom ........................ 0.390
  Total of endpoints with negative setup slack in the final report ........................ 0
  Slew at the pin closest to its max-slew limit ........................ 0.912 ns
  RSZ-0062 raised after global routing ........................ no
  Final tally of hold violations ........................ 0
  Min Clock Period, post-route ........................ 2.35 ns
  Setup tns final ........................ 0 ns
  Worst clock skew on the final layout ........................ 0.00905 ns
  Count of final max-slew check failures ........................ 0

[Worst setup path]
  Depth of the worst register-to-register path ........................ 4
  Setup crit start kind ........................ input port
  Crit path from ........................ STW_result_mat[3]
  Worst reg-to-reg setup slack ........................ 0.90 ns
  Path type of the worst setup path ........................ in -> out
  Required time of the critical path ........................ 2.08 ns
  Nature of the critical path endpoint ........................ output port
  Worst Path Arrival ........................ 1.83 ns
  Worst r2r src ........................ rcm_state[1]$_DFF_P_
  Highest net fanout along the worst path ........................ 4
  Worst R2R End ........................ fpe_weight[2]$_SDFFE_PP0P_

[Synthesis]
  Number of register bits inferred by synthesis ........................ 88
  Post-synthesis instance area ........................ 0.00320 mm^2
  Mean Syn Cell Area ........................ 14.6 um^2
  Count of yosys warnings during synthesis ........................ 19
  Number of distinct library cells after synthesis ........................ 29
  Sequential share of the synthesized area ........................ 0.701
  Instance count of the mapped netlist ........................ 219
  Yosys Chip Area ........................ 0.00320 mm^2
  Number of standard cells reported by yosys ........................ 219

[Worst hold path]
  Hold depth ........................ 0
  Type of the tightest min-delay check ........................ reg -> reg
  Hold path endpoint ........................ proxy_bottom_out_ff.Q[5]$_DFFE_PN_
  Hold Startpoint ........................ proxy_bottom_out_ff.stalled_out[5]$_DFFE_PN_

[Global route]
  Antenna violations before repair ........................ 0
  Vias in the first global route ........................ 2028
  Sum of overflow across all layers after global routing ........................ 0
  Global router's overall resource usage ........................ 0.224
  Largest net degree at the start of global routing ........................ 36
  Global-route wire length before repair ........................ 10300 um

[Job]
  Tool Warnings ........................ 61
  Number of maximum-capacitance constraint violations ........................ 0

[Floorplan]
  Core utilization at floorplan ........................ 0.528
  Die boundary width ........................ 82.0 um
  Ports placed on the boundary ........................ 200
  Total die size ........................ 0.00672 mm^2
  Rows ........................ 28
  Die span in y ........................ 82.0 um
  Core ar. ........................ 0.00606 mm^2

[Pwr]
  Static Leak ........................ 1.73 nW
  Total Power ........................ 2.83 mW
  Total power per unit cell area ........................ 586 mW/mm^2
  Max IR drop VDD ........................ 0.000476 V

[Placement]
  Half-perimeter wire length after detailed placement ........................ 5280 um
  Count of input and output buffers ........................ 148
  Final weighted congestion in routability-driven placement ........................ 0.782

[Status]
  Status ........................ finished clean

----------------------------------------------------
-- where the power goes --
part	internal (mW)	switching, mW
logic	0.260	0.120
clock network	0.400	0.440
registers	1.57	0.0416
-- kinds of logic (layout without fill, tap and decap cells) --
group | count (synthesis) | after routing | share of synthesized area
other | 1 | 16 | 0.00117
DFF | 88 | 88 | 0.701
AOI/OAI and AO/OA | 56 | 56 | 0.145
and+or+nand+nor | 39 | 39 | 0.0751
buffers and inverters | 35 | 175 | 0.0775
-- sequential cells by signal (all words and copies together), names as in the netlist --
name	flops
proxy_settings	2
proxy_left_in	16
proxy_bottom_out_ff.Q	16
proxy_bottom_out_ff.stalled_out	16
fpe_weight	16
proxy_matmul	1
load_proxy	1
proxy_right_out_ff.Q	16
proxy_out_valid	1
rcm_state	3
-- worst max-delay path by stage --
stage                  to  cells past startpoint
CTS           proxy_en[0]                      4
global route  proxy_en[0]                      4
finish        proxy_en[0]                      4
-- final cells by class --
type	count	share of cell area
sequential	88	0.465
timing repair buffer	154	0.317
multi-input combinational	111	0.159
clock buffer	12	0.0324
tap	75	0.0195
clock inverter	4	0.00415
inverter	5	0.00389
-- synth_stat cells --
| master | instances | area share |
|---|---|---|
| a22o_1 | 16 | 0.044 |
| nor2_2 | 1 | 0.0020 |
| conb_1 | 1 | 0.0012 |
| dfxtp_1 | 40 | 0.25 |
| buf_4 | 20 | 0.047 |
| nor4_1 | 4 | 0.0078 |
| nor2_1 | 7 | 0.0082 |
| a22oi_2 | 9 | 0.035 |
| nand4_1 | 18 | 0.035 |
| a32o_1 | 1 | 0.0031 |
| o21ai_0 | 1 | 0.0016 |
| nor3_4 | 1 | 0.0051 |
| inv_2 | 2 | 0.0023 |
| nor3b_1 | 1 | 0.0023 |
| and2_1 | 1 | 0.0020 |
| buf_6 | 2 | 0.0070 |
| a21oi_1 | 13 | 0.020 |
| buf_8 | 1 | 0.0047 |
| a21oi_2 | 9 | 0.025 |
| nor3b_4 | 1 | 0.0059 |
| buf_2 | 4 | 0.0063 |
| edfxtp_1 | 48 | 0.45 |
| clkbuf_1 | 2 | 0.0023 |
| a22oi_1 | 7 | 0.016 |
| nand2_1 | 3 | 0.0035 |
| clkbuf_8 | 1 | 0.0043 |
| inv_1 | 3 | 0.0035 |
| nand3_1 | 1 | 0.0016 |
| nor3_1 | 1 | 0.0016 |
-- stage by stage --
| step | std cells | cell area [um^2] | hold slack, ns | setup slack [ns] |
|---|---|---|---|---|
| 6_report | 449 | 4820 | 0.411 | 0.248 |
| 5_1_grt | 449 | 4820 | 0.419 | 0.196 |
| 4_1_cts | 449 | 4820 | 0.411 | 0.264 |
| 3_5_place_dp | 433 | 4650 | 0.405 | 0.264 |
| 3_3_place_gp | 433 | 4650 | 0.402 | 0.279 |
| 2_1_floorplan | 234 | 3250 | 0.400 | 0.885 |
-- metal layers --
layer  GRT usage  vias up
met4      0.0298        0
met2       0.340      109
met1       0.340     1107
met3      0.0879       11
met5           0        -
li1            -     1109
-- critical path, stage by stage --
cell and delay (ns):
clkdlybuf4s50_1 0.53, nand2_1 0.12, nor3b_1 0.18, clkdlybuf4s50_1 0.49
No activity file was given, so power comes from the tool's default toggle rates.
