==> flow/design.v <==
module absolutevalue32b_comp (
    a,
    b,
    a_lessthan_b
);
    input logic [31:0] a;
    input logic [31:0] b;
    output a_lessthan_b;
    logic [31:0] abs_a;
    logic [31:0] abs_b;
    always @(*) begin
        if(a[31] == 1'b1)
            abs_a = -a;
        else
            abs_a = a;
        if(b[31] == 1'b1)
            abs_b = -b;
        else
            abs_b = b;
    end
    assign a_lessthan_b = abs_a < abs_b;
endmodule
==> flow/run.sh <==
#!/bin/bash
# OpenROAD 26Q1-2900-gdf79404cd8, Yosys 0.63+post, stock flow scripts
make -C /OpenROAD-flow-scripts/flow DESIGN_CONFIG=/design/flow/config.mk WORK_HOME=/design/flow/orfs finish
==> flow/config.mk <==
export PLATFORM = sky130hd
export DESIGN_NAME = absolutevalue32b_comp
export DESIGN_NICKNAME = absolutevalue32b_comp
export VERILOG_FILES = /design/flow/design.v
export SDC_FILE = /design/flow/constraint.sdc
export NUM_CORES = 4
export LEC_CHECK = 1
export CORE_AREA = 10 10 103 103
export DIE_AREA = 0 0 113 113
==> flow/constraint.sdc <==
current_design absolutevalue32b_comp

set clk_period 10.3
set clk_io_pct 0.2

create_clock -name clk0 -period $clk_period

set non_clock_inputs [all_inputs -no_clocks]
set_input_delay [expr $clk_period * $clk_io_pct] -clock clk0 $non_clock_inputs
set_output_delay [expr $clk_period * $clk_io_pct] -clock clk0 [all_outputs]
==> flow_metrics.env <==
# physical design summary
export IMPL_gr_total_overflow=0
export IMPL_rows=33
export IMPL_critPathSlowestCell="or4_1"
export IMPL_area_delta_synth_final_pct=39.1
export IMPL_hold_start="b[29]"
export IMPL_wl_um=6240
export IMPL_core_um2=8300
export IMPL_io_buffers=65
export IMPL_min_period_ps=8040
export IMPL_rsz0062_at_grt="no"
export IMPL_grt_pass1_wl_um=10300
export IMPL_worstSetupStartpoint="a[11]"
export IMPL_netlist_area_leader_share=0.210
export IMPL_die_w_um=113
export IMPL_yosys_warnings=1
export IMPL_track_usage=0.0943
export IMPL_antenna_found_initial=0
export IMPL_hold_path_class="in -> out"
export IMPL_io_pins=65
export IMPL_cp_arrival_ps=5980
export IMPL_whs_path_depth=7
export IMPL_grt_pass1_vias=2133
export IMPL_dp_final_hpwl_um=5460
export IMPL_p_leak_uw=0.000995
export IMPL_ys_cells=268
export IMPL_placed_cells=432
export IMPL_num_clock_buffers=0
export IMPL_synth_area_leader_cell="ha_1"
export IMPL_drv_slew=0
export IMPL_crit_fanout=7
export IMPL_routabilityCongestion=0.894
export IMPL_setup_tns_ps=0
export IMPL_crit_buf_inv=2
export IMPL_ant_nets=0
export IMPL_required_ps=8240
export IMPL_seq_area_um2=0
export IMPL_ir_drop_v=0.0000186
export IMPL_worstSetupPathType="in -> out"
export IMPL_netlist_area_um2=1960
export IMPL_critPathMaxStageDelay_ps=710
export IMPL_run_status="completed"
export IMPL_area_leaders="ha_1, xnor2_1, xor2_1, o21ai_0, o31ai_1"
export IMPL_yosys_area_um2=1960
export IMPL_design_seq_count=0
export IMPL_die_h_um=113
export IMPL_hold_viol_final=0
export IMPL_grt_max_degree=32
export IMPL_timing_final_crit_share=0.781
export IMPL_postCtsResizedCells=0
export IMPL_fp_utilization=0.237
export IMPL_hold_buffers=0
export IMPL_num_antenna_cells=0
export IMPL_wire_per_inst_um=14.5
export IMPL_fill_cells=852
export IMPL_vias=2130
export IMPL_crit_path_start_kind="input port"
export IMPL_drv_cap=0
export IMPL_syn_area_per_cell_um2=7.33
export IMPL_drc=0
export IMPL_crit_cells=13
export IMPL_syn_inst=268
export IMPL_initialDrtViolationCount=56
export IMPL_synth_distinct_cells=39
export IMPL_max_freq_mhz=124
export IMPL_worst_pin_slew_ps=604
export IMPL_path_delay_family="simple AND/OR/NAND/NOR gates"
export IMPL_p_per_area_nw_per_um2=44.9
export IMPL_synth_seq_share=0
export IMPL_instances_no_fill=432
export IMPL_final_setup_viol_count=0
export IMPL_post_drt_via_cell_ratio=4.93
export IMPL_post_cts_repair_setup_buffers=0
export IMPL_finalCoreUtilization=0.329
export IMPL_end_kind="output port"
export IMPL_dieArea_um2=12800
export IMPL_cp_cell_sequence="clkdlybuf4s50_1 -> nor4_1 -> nand2_1 -> or4_1 -> o31ai_1 -> xnor2_1 -> ha_1 -> and2_0 -> a221o_1 -> a21oi_1 -> o211ai_1 -> a21oi_1 -> clkdlybuf4s50_1"
export IMPL_warnings=32
export IMPL_max_slew_margin=0.594
export IMPL_drt_pass1_iterations=4
export IMPL_drive_gt1_frac=0.0245
## cells in the final DEF (no fill, tap or decap), drive strengths merged, types with 5 or more instances in the layout
| master | instances |
|---|---|
| clkdlybuf4s50 | 65 |
| inv | 7 |
| o21ai | 28 |
| or3 | 9 |
| o41ai | 5 |
| a21oi | 13 |
| nor4 | 7 |
| o31ai | 19 |
| nor2 | 9 |
| xor2 | 29 |
| xnor2 | 29 |
| ha | 33 |
| nand2 | 24 |
| or4 | 7 |
## synthesized netlist by cell type (2+ instances only)
master	number
or4_1	5
and4_1	2
buf_1	2
clkbuf_1	6
a211oi_1	2
nor4_1	7
xnor2_1	29
nor2b_1	4
nor2_1	9
or4_4	2
nand4_1	2
inv_1	7
nor3_1	4
nand3_1	4
o21ai_0	28
xor2_1	29
nand2_1	24
ha_1	33
o211ai_1	3
nand2b_1	4
o31ai_1	18
a21oi_1	13
or3_1	9
o41ai_1	5
a21o_1	3
## routing by layer
layer	share of wire	vias to the layer above	track usage
li1	-	1132	-
met1	0.53	946	0.140
met2	0.42	48	0.144
met3	0.049	4	0.0160
met4	0.0082	0	0.00677
met5	0	-	0
## power breakdown
part / internal (uW) / switching [uW] / total (uW)
logic: 63.9 / 58.8 / 123
registers: 0 / 0 / 0
clock network: 0 / 0 / 0
## final timing paths
| check | slack (ps) | to |
|---|---|---|
| max | 2260 | a_lessthan_b |
| min | 5530 | a_lessthan_b |
## final cells by class
| class | count | area (um2) | share of cell area |
|---|---|---|---|
| Inverter | 7 | 26.3 | 0.00962 |
| Multi-Input combinational cell | 253 | 1910 | 0.698 |
| Tap cell | 105 | 131 | 0.0481 |
| Timing Repair Buffer | 67 | 666 | 0.244 |
## cell families (layout without fill, tap and decap cells)
| family | after synthesis | after routing | synth area share |
|---|---|---|---|
| buffers and inverters | 15 | 74 | 0.0287 |
| AND-OR/OR-AND | 78 | 78 | 0.259 |
| adder cells (fa/ha/maj) | 33 | 33 | 0.210 |
| XOR/XNOR | 58 | 58 | 0.259 |
| multiplexers | 1 | 1 | 0.00510 |
| AND/OR/NAND/NOR | 83 | 83 | 0.238 |
## tightest hold or removal path, cell delays in order
cell             delay [ps]
clkdlybuf4s50_1         520
or4_1                   140
ha_1                    150
a21oi_1                  40
o211ai_1                 80
a21oi_1                  60
clkdlybuf4s50_1         420
## stage by stage
step | cell area [um2] | worst slack [ps] | total power (uW) | hold WS (ps)
3_3_place_gp | 2730 | 2320 | 120 | 5530
4_1_cts | 2730 | 2280 | 123 | 5530
5_1_grt | 2730 | 1860 | 140 | 5610
2_1_floorplan | 1960 | 3650 | 69.6 | 4450
6_report | 2730 | 2260 | 123 | 5530
3_5_place_dp | 2730 | 2280 | 122 | 5530
Power figures rest on the tool's default switching activity, not on a simulated workload.
