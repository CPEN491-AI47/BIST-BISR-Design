==> design.v <==
module bram_mat #(
    parameter ROWS = 4,
    parameter COLS = 4,
    parameter WORD_SIZE = 16
) (clk, we, addr, di, dout);
    localparam NUM_LINES = 15;
    localparam ADDR_WIDTH = 32;   
    input clk;
    input we;
    input logic [ADDR_WIDTH-1:0] addr;
    input logic signed [4*32-1:0] di;
    output logic signed [4*32-1:0] dout;
    logic signed [4*32-1:0] ram [NUM_LINES-1:0];
    initial begin        
        ram[0] = {{16'd1, 16'h0200}, -{16'd2, 16'h5000}};
        ram[1] = {{16'd4, 16'b0}, {32'h09000}};
        ram[2] = {{32'h0}, {32'h0}};
        ram[3] = {{32'h0}, {32'h0}};
        ram[4] = {{16'd0, 16'b0}, {16'd9, 16'b0}};
        ram[5] = {{16'd4, 16'b0}, {16'd5, 16'b0}};
        ram[6] = {{16'd6, 16'b0}, {32'h0}};
        ram[7] = {{32'h0}, {32'h0}};
        ram[8] = {{32'h0}, {32'h0}};
        ram[9] = {{32'h0}, {32'h0}};
        ram[10] = {{32'h0}, {32'h0}};
        ram[11] = {32'd0, 32'd0, 32'd0, 32'd0};
        ram[12] = {32'd0, 32'd0, 32'd0, 32'd0};
        ram[13] = {32'd0, 32'd0, 32'd0, 32'd0};
        ram[14] = {32'd0, 32'd0, 32'd0, 32'd0};
    end
    always @(posedge clk) begin
        if (we)
            ram[addr] <= di;
        dout <= ram[addr];
    end
endmodule
==> run.sh <==
#!/bin/bash
# OpenROAD 26Q1-2900-gdf79404cd8, Yosys 0.63+post, stock flow scripts
make -C /OpenROAD-flow-scripts/flow DESIGN_CONFIG=/design/flow/config.mk WORK_HOME=/design/flow/orfs finish
==> config.mk <==
export PLATFORM = sky130hd
export DESIGN_NAME = bram_mat
export DESIGN_NICKNAME = bram_mat
export VERILOG_FILES = /design/flow/design.v
export SDC_FILE = /design/flow/constraint.sdc
export NUM_CORES = 4
export LEC_CHECK = 1
export CORE_UTILIZATION = 30
==> constraint.sdc <==
current_design bram_mat

set clk_period 26.9
set clk_io_pct 0.2

create_clock -name clk0 -period $clk_period [get_ports {clk}]

set non_clock_inputs [all_inputs -no_clocks]
set_input_delay [expr $clk_period * $clk_io_pct] -clock clk0 $non_clock_inputs
set_output_delay [expr $clk_period * $clk_io_pct] -clock clk0 [all_outputs]
==> impl_metrics.py <==
# Flow results
metrics = {
    "status": {
        "status": "finished clean",
    },
    "cts": {
        "cts-resized-gates": 0,
        "tritoncts": "built",
        "htreeDepth": 4,
        "clock_sinks": 2048,
        "clkTransAtPathRegs_ns": 0.06,
        "clk_latency_ns": 0.84,
        "cts_buffers": 201,
        "post_cts_buffers": 0,
        "root_buffer": "clkbuf_16",
        "clock_path_buffers": 3,
        "cts.hold.buffers_added": 0,
    },
    "setup_path": {
        "crit_end": "dout[84]",
        "cp.arrival_ns": 9.65,
        "timing.rr.start": "ram[6][14]",
        "reg2reg_slack_ns": 25.36,
        "critical_path_peak_fanout": 77,
        "critical_path_required_ns": 27.56,
        "reg2reg_to": "dout[14]",
        "crit_start": "addr[0]",
        "crit_type": "in -> reg",
        "startpoint_type": "input port",
        "rr_worst_depth": 3,
        "end_kind": "flop",
    },
    "detailed_routing": {
        "met2WireLength_mm": 84.0,
        "wl_met3_mm": 28.3,
        "vias": 34300,
        "avgRoutedWirePerCell_um": 24.1,
        "finalWirelength_mm": 173,
        "drt-initial-drc-count": 1908,
        "highest_layer": "met5",
        "drc": 0,
        "drtPass1Iterations": 5,
        "viasPerCell": 4.78,
        "postRouteAntennaNets": 0,
        "drt-met1-wl_mm": 56.8,
    },
    "timing": {
        "setup_viol": 0,
        "relSlewSlack_pct": 38.8,
        "worstMarginPinSlew_ns": 0.916,
        "finalClockPeriodUsage_pct": 33.4,
        "fmax_mhz": 111,
        "fin_skew_ns": 0.0593,
        "hold_viol_final": 0,
        "rsz0062_at_grt": "no",
        "post-route-min-period_ns": 8.98,
        "drv_slew": 0,
        "tns_ns": 0,
    },
    "grt": {
        "grt_pass1_vias": 37300,
        "grt_max_degree": 110,
        "grt-ovfl-total": 0,
        "grt_usage_pct": 14.7,
        "antenna_found_initial": 50,
        "grt_pass1_wl_mm": 250,
    },
    "run": {
        "cap_violations": 0,
        "openroad.warnings": 57,
    },
    "floorplan": {
        "die_w_um": 502,
        "initCoreUtil_pct": 30.2,
        "core_area_um2": 249000,
        "rows": 183,
        "die-height_um": 502,
        "chip_area_um2": 252000,
        "io_pins": 290,
    },
    "synth": {
        "ys_area_um2": 75000,
        "syn-cell-area_um2": 75000,
        "numSynthFlops": 2048,
        "yosysUniqueCellTypes": 24,
        "ys_warn_count": 1,
        "netlist_instances": 3284,
        "syn_area_per_cell_um2": 22.8,
        "ys_seq_share_pct": 80.3,
        "ys_cells": 3284,
    },
    "final_layout": {
        "lay_top_cells": "1920 x edfxtp_1, 362 x mux4_2, 259 x clkdlybuf4s50_1",
        "drive_above_1_share_pct": 20.6,
        "areaGrowthSynthToFinish_pct": 18.2,
        "design_area_um2": 88600,
        "final_core_utilization_pct": 35.6,
        "lay_top_count": "edfxtp_1",
    },
    "placed_design": {
        "portBuffers": 261,
        "dpl-instance-area_um2": 81700,
        "gp_congestion": 0.757,
        "hpwl_mm": 92.0,
    },
    "hold_path": {
        "hold_path_class": "reg -> reg",
    },
    "power": {
        "ir_drop_mv": 0.0800,
        "p_total_w": 0.00679,
        "power_density_nw_per_um2": 76.6,
        "leakagePower_nw": 28.1,
    },
}
==> cells in the mapped netlist <==
master | count | area share, %
nand2_1 | 131 | 0.66
mux4_2 | 362 | 11
a22o_1 | 128 | 1.5
clkbuf_8 | 3 | 0.055
or3b_2 | 1 | 0.012
nand2b_1 | 2 | 0.017
buf_12 | 12 | 0.32
nor3_1 | 4 | 0.027
a221o_1 | 128 | 1.7
nand3b_1 | 1 | 0.010
buf_2 | 59 | 0.39
o21ai_0 | 78 | 0.52
and2_1 | 1 | 0.0083
clkbuf_1 | 85 | 0.43
mux2i_1 | 128 | 1.7
o21ai_1 | 50 | 0.33
nor2b_1 | 2 | 0.017
buf_1 | 2 | 0.010
dfxtp_1 | 128 | 3.4
edfxtp_1 | 1920 | 77
mux4_1 | 22 | 0.77
buf_4 | 18 | 0.18
buf_6 | 7 | 0.11
nor2_1 | 12 | 0.060
==> report_power, final <==
group | switching, W | internal (W)
logic | 0.000177 | 0.000159
clock network | 0.00120 | 0.00166
registers | 0.0000258 | 0.00357
total | 0.00140 | 0.00539
==> sequential cells by signal, indices dropped and copies added (netlist names) <==
register and cells:
dout 128, ram 1920
==> worst min path at each step <==
stage          startpoint        to  depth (start not counted)
CTS           ram[14][56]  dout[56]                          3
global route  ram[14][56]  dout[56]                          3
finish        ram[14][74]  dout[74]                          3
==> critical path, cell delays in order <==
cell     delay [ns]
buf_8          0.43
buf_12         0.54
buf_12         0.52
buf_4          0.69
buf_4          0.63
mux4_2         0.59
a22o_1         0.25
a221o_1        0.26
==> metal layers <==
| metal | vias up | global-route usage [%] |
|---|---|---|
| li1 | 14800 | - |
| met1 | 17100 | 16.2 |
| met2 | 2056 | 22.8 |
| met3 | 332 | 11.3 |
| met4 | 62 | 2.54 |
| met5 | - | 1.12 |
==> cell families (layout without fill, tap and decap cells) <==
| group | count (synthesis) | after routing | share of synthesized area, % |
|---|---|---|---|
| flip-flops | 2048 | 2048 | 80.3 |
| buffers and inverters | 186 | 744 | 1.49 |
| AND/OR/NAND/NOR | 154 | 154 | 0.806 |
| other | 0 | 8 | 0 |
| AND-OR/OR-AND | 384 | 384 | 4.06 |
| multiplexers | 512 | 512 | 13.4 |
==> per-stage QoR <==
step | hold slack, ns | setup slack [ns] | instances
after CTS | 0.546 | 17.84 | 7172
after floorplan | 0.551 | 11.19 | 3284
after global placement | 0.579 | 16.90 | 6795
final | 0.559 | 17.92 | 7180
after detailed placement | 0.572 | 16.91 | 6795
after global routing | 0.597 | 17.61 | 7176
==> cell type report <==
cell class	instances	area, um2
Multi-Input combinational cell	1050	13800
Clock buffer	281	5580
Antenna cell	8	20.0
Sequential cell	2048	60200
Tap cell	3330	4170
Timing Repair Buffer	367	3570
Clock inverter	96	1280
Fill cell	22500	160000
Power is estimated from default activity; no workload was simulated.
